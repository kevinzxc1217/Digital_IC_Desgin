`/design/flow/config.mk`:
```
export PLATFORM = sky130hd
export DESIGN_NAME = CONV3x3
export DESIGN_NICKNAME = CONV3x3
export VERILOG_FILES = /design/flow/design.v
export SDC_FILE = /design/flow/constraint.sdc
export NUM_CORES = 4
export LEC_CHECK = 1
export CORE_UTILIZATION = 40
```
`/design/flow/constraint.sdc`:
```
current_design CONV3x3

set clk_period 13.2
set clk_io_pct 0.2

create_clock -name clk0 -period $clk_period [get_ports {clk}]

set non_clock_inputs [all_inputs -no_clocks]
set_input_delay [expr $clk_period * $clk_io_pct] -clock clk0 $non_clock_inputs
set_output_delay [expr $clk_period * $clk_io_pct] -clock clk0 [all_outputs]
```
`/design/flow/design.v`:
```
`timescale 1ns/10ps
module  CONV3x3(
	input		clk,
	input		reset,
	output	reg	busy,	
	input		ready,	
	output reg	[11:0]	iaddr,
	input signed [12:0]	idata,
	output	reg 	cwr,
	output  reg	[11:0]	caddr_wr,
	output reg 	[12:0] 	cdata_wr,
	output	reg 	crd,
	output reg	[11:0] 	caddr_rd,
	input 	[12:0] 	cdata_rd,
	output reg 	csel
	);
localparam INIT = 0;
localparam ATCONV_9PIXELS = 1;
localparam LAYER0_WRITERELU = 2;
localparam MAXPOOL_4PIXELS = 3;
localparam LAYER1_WRITECEILING = 4;
localparam FINISH = 5;
wire signed [12:0] kernel [1:9];
assign kernel[1] = 13'h0004; assign kernel[2] = 13'h1FFF; assign kernel[3] = 13'h0004;
assign kernel[4] = 13'h1FFE; assign kernel[5] = 13'h0008; assign kernel[6] = 13'h1FFE;
assign kernel[7] = 13'h1FFF; assign kernel[8] = 13'h1FFF; assign kernel[9] = 13'h1FFF;
wire signed [12:0] bias;
assign bias = 13'h1FF6;
reg [2:0] state, nextState;
reg [11:0] center;  
reg [3:0] counter; 
reg signed [25:0] convSum;  
localparam LENGTH = 6'd63;
localparam ZERO = 6'd0; 
wire [5:0] cx_add1,cx_minus1,cy_add1,cy_minus1;
assign cy_add1 = center[11:6] + 6'd1;
assign cy_minus1 = center[11:6] - 6'd1;
assign cx_add1 = center[5:0] + 6'd1 ;
assign cx_minus1 = center[5:0] - 6'd1;
always @(posedge clk or posedge reset) begin
	if(reset) state <= INIT;
	else state <= nextState;
end
always @(*) begin
	case (state)
		INIT: nextState = (ready)? ATCONV_9PIXELS : INIT;
		ATCONV_9PIXELS: nextState = (counter == 4'd9)? LAYER0_WRITERELU : ATCONV_9PIXELS;
		LAYER0_WRITERELU: nextState = (center == 12'd4095)? MAXPOOL_4PIXELS : ATCONV_9PIXELS;
		MAXPOOL_4PIXELS: nextState = (counter == 4'd4)? LAYER1_WRITECEILING : MAXPOOL_4PIXELS;
		LAYER1_WRITECEILING: nextState = (caddr_wr == 12'd1023)? FINISH : MAXPOOL_4PIXELS; 
		FINISH: nextState = FINISH;
		default: nextState = INIT;
	endcase
end
always @(posedge clk or posedge reset) begin
	if (reset) begin
		busy <= 1'd0;
		iaddr <= 12'd0;
		cwr <= 1'd0;
		caddr_wr <= 12'd0;
		cdata_wr <= 13'd0;
		crd <= 1'd1;
		caddr_rd <= 12'd0;
		csel <= 1'd0;
		center <= {6'd0 , 6'd0};
		counter <= 4'd0;
		convSum <= {{9{1'b1}}, bias, 4'd0};  
	end
	else begin
		case (state)
			INIT:begin
				if (ready) begin
					busy <= 1'd1;
				end
			end
			ATCONV_9PIXELS:begin
				csel <= 1'd0;
				crd <= 1'd1;
				cwr <= 1'd0;
				if(counter > 4'd0) begin
					convSum <= convSum + idata*kernel[counter];
				end
				counter <= counter + 4'd1;
				case (counter)  
					0,1,2: iaddr[11:6] <= (center[11:6] == 6'd0)? ZERO : cy_minus1;			     
					3,4,5: iaddr[11:6] <= center[11:6];									                                     
					6,7,8: iaddr[11:6] <= (center[11:6] == LENGTH)? LENGTH : cy_add1;	 
				endcase
				case (counter)  
					0,3,6: iaddr[5:0] <= (center[5:0] == 6'd0)? ZERO : cx_minus1;				 
					1,4,7: iaddr[5:0] <= center[5:0];									                                     
					2,5,8: iaddr[5:0] <= (center[5:0] == LENGTH)? LENGTH : cx_add1;		 
				endcase
			end
			LAYER0_WRITERELU: begin
				csel <= 1'd0;
				crd <= 1'd0;
				cwr <= 1'd1;
				caddr_wr <= center;
				cdata_wr <= (convSum[25])? 13'd0 : convSum[16:4];  
				convSum <= {{9{1'b1}}, bias, 4'd0};
				center <= center + 12'd1;
				counter <= 4'd0;
			end
			MAXPOOL_4PIXELS: begin
				csel <= 1'd0;
				crd <= 1'd1;
				cwr <= 1'd0;
				if (counter==0) begin
					cdata_wr <= 13'd0;
				end
				else if (cdata_rd > cdata_wr) begin 
					cdata_wr <= cdata_rd;
				end
				counter <= counter + 4'd1;
				case(counter)  
					0,1: caddr_rd[11:6] <= {center[9:5], 1'd0};
					2,3: caddr_rd[11:6] <= {center[9:5], 1'd1};
				endcase
				case(counter)  
					0,2: caddr_rd[5:0] <= {center[4:0], 1'd0};
					1,3: caddr_rd[5:0] <= {center[4:0], 1'd1};
				endcase
			end
			LAYER1_WRITECEILING: begin
				csel <= 1'd1;
				crd <= 1'd0;
				cwr <= 1'd1;
				caddr_wr <= center;
				cdata_wr <= { cdata_wr[12:4] + {8'd0,|cdata_wr[3:0]} , 4'd0 };  
				center <= center + 12'd1; 
				counter <= 4'd0;
			end
			FINISH: begin
				busy <= 1'd0;
			end
		endcase
	end
end
endmodule
```
`/design/flow/run.sh`:
```
#!/bin/bash
# OpenROAD 26Q1-2900-gdf79404cd8, Yosys 0.63+post, stock flow scripts
make -C /OpenROAD-flow-scripts/flow DESIGN_CONFIG=/design/flow/config.mk WORK_HOME=/design/flow/orfs finish
```
==> out/notes.md <==
The flow ran to the end, and the final reports show no timing, DRC or antenna violations. The tree built by TritonCTS fans out to 101 sinks. RePlAce ended its routability-driven mode at a weighted congestion of 0.908. The count of final hold-check violations came out at 0. The share of the Yosys chip area taken by registers is 21.3%. Row generation in the floorplan step produced 63 rows. The share of the clock period used by the worst path after layout is 67.4%. For reference, compound AND-OR and OR-AND cells occupy 12.3% of the area reported after synthesis. The number of maximum-capacitance violations recorded for the run is 0. The required arrival time at the worst endpoint is 13480 ps.

The wire length recorded after detailed routing is 26800 µm. With the count of H-tree levels built during CTS at 3, the slew at the pin closest to its max-slew limit is 883 ps. The CTS report gives the tree buffer count as 9. Per the detail_route report, vias per standard cell equal 4.99. The warning tally printed by Yosys for this design is 14. The run gives 26 for the depth of the worst register-to-register path. Final count of pins violating max slew: 0. The number of port buffers is 81. The largest net degree at the start of global routing was 58. Once the clock tree was built, the setup fixing pass inserted 0 buffers. Root buffer selected by CTS: clkbuf_16. The logs give 0 ps for the sum of negative setup slack and 22200 µm for the half-perimeter wire length after detailed placement.

The share of synthesized registers carrying an async set or reset is 100%. The average instance in the mapped netlist occupies 9.03 µm². Number of ports placed on the die boundary: 82. Dividing the detail-routed wire length by the instance count gives 15.1 µm. Note that the worst hold path type here is reg -> reg. Per the timing report, the most critical flop-to-flop path finishes at convSum[25]$_DFFE_PP1P_. The worst setup skew after layout was 13.6 ps; the overall die width was 175 µm. For the finished layout, the period the worst path requires is 8890 ps. Peak fanout along the critical path: 10. The flow measured a signed area growth from synthesis to layout of 12.6%. The main flop type after synthesis was dfrtp_1.

The total of flip-flops plus latches after synthesis was 101. The synthesized netlist has a Yosys-reported chip area of 0.0120 mm². Nets still carrying antenna violations after routing amount to 0. Across every metal layer, demand over resource in global routing totals 19.1%. The clock latency at the later pin of the worst-skew pair is 360 ps, and the post-synthesis instance area is 0.0120 mm². The critical path capture point type is a flop. The filler cell count in the final layout was 2803. The tools report the kind of start point of the critical path as an input pin. The first global-routing pass estimated 44800 µm of wire. The total of endpoints with negative setup slack in the final report came out at 0. Setup repair after global routing left no endpoint under its margin. For the via count of the first global-routing pass, the log shows 8720.

Per STA, the endpoint of the critical path is convSum[25]$_DFFE_PP1P_. The logs give 41.1% for the headroom to the max-slew limit and 2 for the buffer levels on the longest clock path. The synthesized netlist devotes 12.0% of its cell area to simple gates.

For this run, the top clock speed supported by timing is 112 MHz. The adder and majority gate portion of the synthesized area came out at 38.1%. The first TritonRoute pass finished after 8 iterations. Per the post-synthesis report, the number of cells in the design is 1327. Hold timing on the final database bottoms out at a slack of 461 ps. The number of warnings reported in the stage logs is 34. TritonCTS built the clock tree. The run gives 0 as the initial antenna violation count. In this run the full chip footprint comes out at 0.0307 mm². Post-cts gate resize count: 0. The area fraction in xor and xnor cells is 3.65%. The report puts the hold buffer count at CTS at 0. The area fraction in mux cells is 1.68%. The run gives 0 for the count of flip-flops with a built-in enable after synthesis.

The data arrival time reported for the critical path is 9170 ps. The run gives 40.6% for the effective utilization at floorplan. Clock-pin slew was measured on the worst setup and hold paths at 80 ps. The total number of vias is 8870. The timing report gives the worst reg2reg path a setup slack of 4760 ps.

The tools report the worst reg2reg path startpoint as counter[0]$_DFFE_PP0P_. In the setup report, the worst path falls into the class in -> reg. For the placeable core area, the log shows 0.0296 mm². The total overflow left after global routing is 0. The number of distinct library cells after synthesis is 62, and the die boundary height is 175 µm.

The tools report the DRC violations left as 0. Number of antenna diodes: 0.

The main kind of combinational logic by area was adder cells. The detailed router's first-iteration violation count came out at 558. The critical path starts at idata[12]. Per the final layout report, the fraction of cells sized above drive strength 1 comes to 4.61%.

The number of cells in Yosys stat is 1327.
-- synth_stat cells (all sizes together) (4+ instances only) --
cell type	count	area (µm²)
a221oi	5	43.8
nor4	6	37.5
o21a	7	52.6
inv	305	1140
o31a	4	35.0
nor2	66	248
a22oi	9	67.6
o221ai	6	52.6
nand3	25	125
fa	164	3280
and3	12	75.1
a222oi	4	40.0
nor3	15	75.1
and2	18	113
a21oi	47	235
a22o	7	61.3
nand4	6	37.5
o211ai	9	67.6
mux2i	10	100
or3	6	37.5
xor2	17	149
o22ai	4	25.0
dfrtp	79	1980
clkbuf	41	154
a31oi	9	56.3
nand2b	9	56.3
nor2b	9	63.8
ha	103	1290
dfstp	22	578
or4	4	30.0
o21ai	75	375
a21o	4	30.0
a221o	5	50.1
mux2	9	101
xnor2	33	289
a211oi	8	60.1
nand2	133	499
-- cell usage in the layout, fill, tap and decap left out, types with 5 or more instances in the layout --
master           count
nor4_1               6
a31oi_1              9
a211oi_1             8
inv_1              298
mux2i_1             10
o21ai_1             20
nor2b_1              8
clkdlybuf4s50_1     81
or3_1                6
clkbuf_16            9
xnor2_1             33
dfstp_2             22
a221o_1              5
and3_1              12
nand2b_1             9
o21a_1               7
o221ai_1             6
inv_2                6
a21oi_1             47
buf_4                7
nor2_1              66
nand2_1            133
o21ai_0             55
fa_1               164
nor3_1              15
o211ai_1             9
dfrtp_1             79
a22o_1               7
a22oi_1              9
xor2_1              17
ha_1               103
a221oi_1             5
nand3_1             25
nand4_1              6
mux2_2               8
and2_1              18
-- area by class of cell --
class                   count  area (µm²)  share of cell area (%)
flip-flops and latches    101        2550                    18.9
clock inverters             7         100                   0.741
repair buffers             88         863                    6.39
well taps                 390         488                    3.61
multi-input cells         878        8120                    60.2
inverters                 305        1150                    8.50
clock buffers               9         225                    1.67
-- logic make-up after synthesis --
logic type | count (synthesis)
buffers and inverters | 348
XOR/XNOR | 50
multiplexers | 19
adder cells (fa/ha/maj) | 267
flip-flops | 101
AND-OR/OR-AND | 228
AND/OR/NAND/NOR | 314
-- critical path, stage by stage --
cell and delay, ps:
clkdlybuf4s50_1 660, and2_1 440, inv_1 290, fa_1 590, inv_1 70, fa_1 550
fa_1 450, fa_1 520, fa_1 540, inv_1 50, fa_1 520, inv_1 40
ha_1 340, nand2_1 80, or3_1 370, o221ai_1 440, a31oi_1 180, xnor2_1 180
o22a_1 190
-- routing by layer --
layer / share of wire [%] / up-vias / routed length (µm) / GRT usage, %
met4: 1.1 / 0 / 287 / 1.78
met1: 48 / 4271 / 12900 / 31.4
met2: 46 / 229 / 12200 / 28.4
li1: - / 4353 / - / -
met5: 0 / - / 0 / 0
met3: 5.2 / 17 / 1410 / 3.84
-- state kept, by name, summed over array words and instances (netlist names) --
name      flops
csel          1
caddr_rd     12
crd           1
counter       4
iaddr        12
cdata_wr     13
caddr_wr     12
cwr           1
convSum      26
busy          1
state         6
center       12
-- worst min-delay path by stage --
stage                 startpoint               end  slack, ps  cells past startpoint
CTS           state[4]$_DFF_PP0_  busy$_DFFE_PP0P_        470                      1
global route  state[4]$_DFF_PP0_  busy$_DFFE_PP0P_        490                      1
finish        state[4]$_DFF_PP0_  busy$_DFFE_PP0P_        460                      1
-- through the flow --
step / cell area, µm² / utilization [%] / instances / setup slack (ps)
after floorplan: 12000 / - / 1327 / 4840
after detailed placement: 13200 / 44.6 / 1762 / 3900
final: 13500 / 45.7 / 1778 / 4310
after CTS: 13500 / 45.7 / 1778 / 4260
after global routing: 13500 / 45.7 / 1778 / 3850
after global placement: 13200 / 44.6 / 1762 / 4040
