`design/flow/run.sh`:
```
#!/bin/bash
# OpenROAD 26Q1-2900-gdf79404cd8, Yosys 0.63+post, stock flow scripts
make -C /OpenROAD-flow-scripts/flow DESIGN_CONFIG=/design/flow/config.mk WORK_HOME=/design/flow/orfs finish
```
`design/flow/config.mk`:
```
export PLATFORM = sky130hd
export DESIGN_NAME = BITONIC_S3
export DESIGN_NICKNAME = BITONIC_S3
export VERILOG_FILES = /design/flow/design.v
export SDC_FILE = /design/flow/constraint.sdc
export NUM_CORES = 4
export LEC_CHECK = 1
export CORE_UTILIZATION = 50
```
`design/flow/constraint.sdc`:
```
current_design BITONIC_S3

set clk_period 22.1
set clk_io_pct 0.2

create_clock -name clk0 -period $clk_period

set non_clock_inputs [all_inputs -no_clocks]
set_input_delay [expr $clk_period * $clk_io_pct] -clock clk0 $non_clock_inputs
set_output_delay [expr $clk_period * $clk_io_pct] -clock clk0 [all_outputs]
```
`design/flow/design.v`:
```
module BITONIC_AS(number_in1, number_in2, number_out1, number_out2);
input  [7:0] number_in1;
input  [7:0] number_in2;
output [7:0] number_out1;
output [7:0] number_out2;
reg [7:0] number_out1;
reg [7:0] number_out2;
	always@(*)begin
		if(number_in1<number_in2) begin
			number_out1 = number_in1;
			number_out2 = number_in2;
		end
		else begin
			number_out1 = number_in2;
			number_out2 = number_in1;
		end
	end
endmodule
module BITONIC_S3(  number_in1, number_in2, number_in3, number_in4,
                    number_in5, number_in6, number_in7, number_in8,
                    number_out1, number_out2, number_out3, number_out4,
                    number_out5, number_out6, number_out7, number_out8);
input  [7:0] number_in1;
input  [7:0] number_in2;
input  [7:0] number_in3;
input  [7:0] number_in4;
input  [7:0] number_in5;
input  [7:0] number_in6;
input  [7:0] number_in7;
input  [7:0] number_in8;
output  [7:0] number_out1;
output  [7:0] number_out2;
output  [7:0] number_out3;
output  [7:0] number_out4;
output  [7:0] number_out5;
output  [7:0] number_out6;
output  [7:0] number_out7;
output  [7:0] number_out8;
wire [7:0] buf1;
wire [7:0] buf2;
wire [7:0] buf3;
wire [7:0] buf4;
wire [7:0] buf5;
wire [7:0] buf6;
wire [7:0] buf7;
wire [7:0] buf8;
wire [7:0] buf11;
wire [7:0] buf12;
wire [7:0] buf13;
wire [7:0] buf14;
wire [7:0] buf15;
wire [7:0] buf16;
wire [7:0] buf17;
wire [7:0] buf18;
BITONIC_AS task13(number_in1,number_in5,buf1,buf5);
BITONIC_AS task14(number_in2,number_in6,buf2,buf6);
BITONIC_AS task15(number_in3,number_in7,buf3,buf7);
BITONIC_AS task16(number_in4,number_in8,buf4,buf8);
BITONIC_AS task17(buf1,buf3,buf11,buf13);
BITONIC_AS task18(buf2,buf4,buf12,buf14);
BITONIC_AS task19(buf5,buf7,buf15,buf17);
BITONIC_AS task20(buf6,buf8,buf16,buf18);
BITONIC_AS task21(buf11,buf12,number_out1,number_out2);
BITONIC_AS task22(buf13,buf14,number_out3,number_out4);
BITONIC_AS task23(buf15,buf16,number_out5,number_out6);
BITONIC_AS task24(buf17,buf18,number_out7,number_out8);
endmodule
```
==> results.tsv <==
stage	metric	value	unit
floorplanning	io pins	128	
power	leakage power	3.07	nW
detailed_routing	DR iter-0 viols	249	
placement	post-place setup slack	6570	ps
placement	RePlAce Congestion	0.932	
min_path	Hold Path Class	primary input to output port	
setup_path	Worst Setup End Kind	output port	
floorplanning	FP Util	52.3	%
timing	worst setup margin	6440	ps
detailed_routing	DRC Markers	0	
setup_path	Setup CP Type	primary input to output port	
job	tool warnings	33	
floorplanning	die y size	104	um
global_route	largest net degree at the start of global routing	25	
detailed_routing	routed len/inst	16.2	um
job	Max-cap violations	0	
timing	final setup fails	0	
yosys	post-synth area from yosys stat	5160	um^2
timing	Slew HR	36.9	%
layout	Area growth syn-to-layout	26.5	%
yosys	Yosys top cell by area	ha_1	
detailed_routing	drt pass-1 iters	5	
yosys	Cell area leaders	ha_1, mux2i_1, mux2_2	
floorplanning	Core ar.	9860	um^2
placement	Inst Count DP	936	
yosys	area share, top type	19.9	%
detailed_routing	routed vias/inst	5.88	
global_route	first-pass GRT wire length	24.6	mm
layout	registers	0	
timing	f_max	0.0638	GHz
yosys	synth unique cells	62	
floorplanning	die extent in x	104	um
yosys	top cells by count	inv_1, ha_1, mux2i_1	
power	pwr dens	87.6	nW/um^2
yosys	synthesized area	5160	um^2
timing	Post-Route Setup TNS	0	ps
yosys	Post-Syn Instances	694	
global_route	grt total ovfl	0	
power	peak supply drop	0.0000804	V
outcome	status	complete, no violations	
detailed_routing	Routed Wire Length	15.1	mm
layout	share of layout cells above drive strength 1	8.59	%
yosys	Yosys top cell by instances	inv_1	
timing	Final Hold Viols	0	
yosys	# Cells Yosys	694	
detailed_routing	ANT nets after route	0	
layout	Reg area	0	um^2
timing	fin crit share	70.9	%
global_route	initial antenna violation count	0	
floorplanning	row count	36	
setup_path	WP data arrival	11240	ps
yosys	synthesized area per cell	7.43	um^2
yosys	register area share after synthesis	0	%
floorplanning	chip area	10700	um^2
timing	unrepaired setup endpoints after global routing	false	
layout	fin util	66.1	%
layout	Layout Cells excl Fill	936	
detailed_routing	routed vias	5504	
layout	CLK BUF	0	
timing	fin crit period	15660	ps
yosys	tally of yosys warning messages	1	
setup_path	kind of start point of the critical path	primary input	
clock_tree	Post-CTS Hold Buffers	0	
clock_tree	post-cts sizing count	0	
global_route	gr usage total	28.0	%
clock_tree	Setup Buffers After CTS	0	
timing	Slew Limit Fails	0	
timing	hold_ws	10250	ps
placement	# port buffers	128	
detailed_routing	# diodes	0	
global_route	vias in the first global route	4899	
setup_path	CP max FO	16	
setup_path	Worst Path Required	17680	ps
placement	DP Wirelength	12.8	mm
timing	slew of the pin with the lowest slew margin	944	ps
-- worst max-delay path, stage by stage --
cell	delay (ps)
clkdlybuf4s50_1	590
inv_1	70
ha_1	310
a2111oi_4	360
o21a_1	520
mux2i_1	480
ha_1	330
and4_1	230
a21o_1	170
a21o_1	340
nor2_1	380
a21oi_1	120
nand3_1	200
ha_1	290
a21oi_1	140
nor2b_1	60
o21ai_0	190
nand2b_1	100
a2111oi_0	730
a31oi_4	400
mux2i_1	300
clkdlybuf4s50_1	500
-- power by group --
part	total (mW)	switching, mW	internal [mW]
clock	0	0	0
combinational	0.571	0.249	0.322
sequential	0	0	0
-- cell usage in the layout (no fill, tap or decap), drive strengths merged, types with 6 or more instances in the layout --
cell type and n:
o21a 8, o22ai 12, a211o 6, a21oi 54, mux2i 72, nand2b 8
a22oi 6, nor2 57, a211oi 18, a21o 21, nand3 17, mux2 63
inv 86, buf 7, nor3 7, nor2b 7, nand4 20, clkdlybuf4s50 128
ha 82, nand2 25, o21ai 35, nor4 16
-- final timing paths --
kind | from | to | slack [ps] | cells past startpoint
max | number_in8[1] | number_out4[5] | 6440 | 22
min | number_in1[4] | number_out4[4] | 10250 | 5
-- stage by stage --
| step | area [um^2] | total power, mW |
|---|---|---|
| final | 6520 | 0.571 |
| after detailed placement | 6520 | 0.568 |
| after CTS | 6520 | 0.573 |
| after global routing | 6520 | 0.631 |
| after floorplan | 5160 | 0.331 |
| after global placement | 6520 | 0.557 |
-- kinds of logic after synthesis --
family          count (synthesis)  share of synthesized area (%)
buf+inv                       112                           8.85
compound gates                197                           27.0
mux                           135                           27.9
simple gates                  168                           16.4
fa+ha+maj                      82                           19.9
-- layer usage --
metal	part of all wire (%)	routed length (um)	GRT usage, %
met2	46	6940	46.1
met1	47	7050	40.5
met5	0	0	0
met3	6.4	961	2.63
met4	1.2	176	3.62
-- final cells by class --
| type | instances | area [um^2] |
|---|---|---|
| fill | 807 | 3340 |
| inverter | 86 | 323 |
| multi-input combinational | 582 | 4700 |
| tap | 133 | 166 |
| timing repair buffer | 135 | 1330 |
No activity file was given, so power comes from the tool's default toggle rates.
