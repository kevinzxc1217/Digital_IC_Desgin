File: design.v
module AEC(clk, rst, ascii_in, ready, valid, result);
input clk;
input rst;
input ready;
input [7:0] ascii_in;
output reg valid;
output reg [6:0] result;
reg [2:0] nowState, nextState;
reg [6:0] dataBuffer [15:0];
reg [4:0] len;
reg [4:0] arrPt, stackPt, outPt;
reg [6:0] OpStack   [15:0]; 
reg [6:0] OutBuffer [15:0]; 
reg [6:0] sum [15:0]; 
reg [3:0] sumPt ;
reg readEn;
parameter BUFFER    = 3'd0,
		  IN2POS    = 3'd1,
		  POP       = 3'd2,
		  CACULATE  = 3'd3,
		  RESULT    = 3'd4,
		  RESET     = 3'd5;
integer i;
always@(posedge clk or posedge rst) begin
	if (rst) begin
		nowState <= BUFFER;
		result <= 0;
		arrPt <= 0;
		stackPt <= 0;
		outPt <= 0;
		sumPt <= 0;
		valid <= 0; 
		len <= 0;
		readEn <= 0;
		for(i=0;i<16;i=i+1)begin
			OutBuffer[i]<=0;
			OpStack[i]<=0;
			dataBuffer[i]<=0;
			sum[i] <= 0;
		end
	end
	else begin
		nowState <= nextState;
		case(nowState)
			BUFFER:begin        
				if(ready) begin
					readEn <= 1;   
				end 
				if(ascii_in!=61 && (ready||readEn)) begin
					len <= len + 1;
					case(ascii_in)       
						48:  dataBuffer[len] <= 4'd0 ;  49: dataBuffer[len] <= 4'd1 ;  50: dataBuffer[len] <= 4'd2 ;
						51:  dataBuffer[len] <= 4'd3 ;  52: dataBuffer[len] <= 4'd4 ;  53: dataBuffer[len] <= 4'd5 ;
						54:  dataBuffer[len] <= 4'd6 ;  55: dataBuffer[len] <= 4'd7 ;  56: dataBuffer[len] <= 4'd8 ;
						57:  dataBuffer[len] <= 4'd9 ;  
						97:  dataBuffer[len] <= 4'd10;  98: dataBuffer[len] <= 4'd11;
						99:  dataBuffer[len] <= 4'd12; 100: dataBuffer[len] <= 4'd13; 101: dataBuffer[len] <= 4'd14; 
						102: dataBuffer[len] <= 4'd15; 
						default : dataBuffer[len] <=  ascii_in;
					endcase
				end
			end
			IN2POS:begin
				case(dataBuffer[arrPt])
					40:begin     
						OpStack[stackPt] <= dataBuffer[arrPt];
						stackPt <= stackPt + 1;
						arrPt <= arrPt + 1;
					end
					41:begin     
						if(OpStack[stackPt-1]!=40 && OpStack[stackPt-1]!=41)begin
							OutBuffer[outPt] <= OpStack[stackPt-1];
							outPt <= outPt + 1;
						end
						stackPt <= stackPt - 1;
						if(OpStack[stackPt-1]==40) arrPt <= arrPt + 1;
					end
					45:begin     
						if(OpStack[stackPt-1]==45 && stackPt!=0) begin 
							OutBuffer[outPt] <= OpStack[stackPt-1];
							stackPt <= stackPt -1 ;
							outPt <= outPt + 1;
						end
						else begin
							OpStack[stackPt] <= dataBuffer[arrPt];
							stackPt <= stackPt + 1;
							arrPt <= arrPt + 1;
						end
					end
					43, 42:begin   
						if((OpStack[stackPt-1]==42 || OpStack[stackPt-1]==43 || OpStack[stackPt-1]==45) && stackPt!=0) begin 
							OutBuffer[outPt] <= OpStack[stackPt-1];
							stackPt <= stackPt -1 ;
							outPt <= outPt + 1;
						end
						else begin
							OpStack[stackPt] <= dataBuffer[arrPt];
							stackPt <= stackPt + 1;
							arrPt <= arrPt + 1;
						end
					end
					default:begin   
						OutBuffer[outPt] <= dataBuffer[arrPt];
						outPt <= outPt + 1; 
						arrPt <= arrPt + 1;
					end
				endcase
			end
			POP:begin
				if(stackPt!=0) begin
					stackPt <= stackPt - 1;
					if(OpStack[stackPt-1]!=40 && OpStack[stackPt-1]!=41)begin
						OutBuffer[outPt] <= OpStack[stackPt-1];
						outPt <= outPt + 1;
					end
				end
			end
			CACULATE:begin
				stackPt <= stackPt + 1;    
				case(OutBuffer[stackPt])
					42:begin
						sum[sumPt-2] <= sum[sumPt-2] * sum[sumPt-1];
						sumPt <= sumPt -1;
					end
					43:begin
						sum[sumPt-2] <= sum[sumPt-2] + sum[sumPt-1];
						sumPt <= sumPt -1;
					end
					45:begin
						sum[sumPt-2] <= sum[sumPt-2] - sum[sumPt-1];
						sumPt <= sumPt -1;
					end
					default:begin
						sum[sumPt] <= OutBuffer[stackPt];
						sumPt <= sumPt +1;
					end
				endcase
			end
			RESULT:begin
				valid <= 1; 
				result <= sum[sumPt-1];
				arrPt <= 0;
				stackPt <= 0;
				outPt <= 0;
				sumPt <= 0;
				readEn <= 0;
				len <= 0;
				for(i=0;i<16;i=i+1)begin
					OutBuffer[i]<=0;
					OpStack[i]<=0;
					dataBuffer[i]<=0;
					sum[i] <= 0;
				end
			end
			RESET:begin
				valid <= 0;
			end
		endcase
	end
end
always@(*)begin
	case(nowState)
		BUFFER:begin
			nextState = (ascii_in==61)? IN2POS : BUFFER;
		end
		IN2POS:begin
			nextState = (arrPt==len-1)? POP : IN2POS;
		end
		POP:begin
			nextState = (stackPt==0)? CACULATE : POP;
		end
		CACULATE:begin
			nextState = (stackPt==outPt-1)? RESULT : CACULATE;
		end
		RESULT:begin
			nextState = RESET;
		end
		RESET:begin
			nextState = BUFFER;
		end
		default:begin
			nextState = BUFFER;
		end
	endcase
end
endmodule
File: run.sh
#!/bin/bash
# OpenROAD 26Q1-2900-gdf79404cd8, Yosys 0.63+post, stock flow scripts
make -C /OpenROAD-flow-scripts/flow DESIGN_CONFIG=/design/flow/config.mk WORK_HOME=/design/flow/orfs finish
File: config.mk
export PLATFORM = sky130hd
export DESIGN_NAME = AEC
export DESIGN_NICKNAME = AEC
export VERILOG_FILES = /design/flow/design.v
export SDC_FILE = /design/flow/constraint.sdc
export NUM_CORES = 4
export LEC_CHECK = 1
export CORE_UTILIZATION = 40
File: constraint.sdc
current_design AEC

set clk_period 8.1
set clk_io_pct 0.2

create_clock -name clk0 -period $clk_period [get_ports {clk}]

set non_clock_inputs [all_inputs -no_clocks]
set_input_delay [expr $clk_period * $clk_io_pct] -clock clk0 $non_clock_inputs
set_output_delay [expr $clk_period * $clk_io_pct] -clock clk0 [all_outputs]
==> notes.md <==
run metrics: CTS tree yes, top-level port count 19, sequential area share after synthesis 42.1%, Crit path largest cell delay 0.65 ns, critical path type reg -> reg, Critical Path Source Type register, first-pass GRT wire length 153000 microns, Crit Path Max Fanout 16, status finished clean, crit end category register, top_reg_cell synth dfrtp_1, pin count of the biggest net entering global routing 135, crit path setup slack, layout 0.623 ns, vias in the first global route 24.1k, skew final 0.0288 ns, Antenna Cells 0, hold_buf cts 0, cell taking the most area after synthesis dfrtp_1, endpoints failing setup 0, netlist area before placement 28900 sq um, I/O Buffers 18, most used cell, CP inv_1, cell count in the Yosys report 2990, worst r2r path cells 27, unrepaired setup endpoints after global routing false, ratio of cells with drive above 1 in the final layout 16.0%, initial antenna violation count 1, slew margin rel. 32.3%, Worst-Margin Slew 1.01 ns, dominant logic cell type in the layout dfrtp_1, Non-Filler Instances 3891, WL/cell 25.5 microns, post-placement cell count 3793, Total Routing Usage GR 28.0%, routed vias 24.6k, DRC violations left 0, area reported by Yosys stat 28900 sq um, clk buf depth 3, crit path DRT 8.60 ns, Hold Crit Depth 1, fmax 134 MHz, Insertion Delay late pin 0.63 ns, CP top delay family adder cells, Vias per Instance 6.33, chip area 73400 sq um, number of max-cap violations 0, share of the synthesized area in the top cell type 42.0%, #FFs+latches synth 487, Crit path depth 27, H-tree depth 2, Ys Warns 5, clock root cell clkbuf_16, DRT antenna net count 0, Initial DRC Count 2551, grt total ovfl 0, Area contributors post-synth dfrtp_1, mux2_2, nand2_1, o21ai_0, o2bb2ai_1, asr flop ratio synth 100%, die height 271 microns, core footprint 71500 sq um, Worst path slowest cell dfrtp_1, Syn Inst Count 2990, setup bufs post-CTS 0, clk slew on worst S/H paths 0.06 ns, post-CTS resize count 0, CTS Buf Count 54, Yosys cell types 108, Tmin final 7.48 ns, Max Slew Vio Count 0, Hold WS 0.442 ns, row count 98, Init Core Util 40.5%, Buf/Inv on CP 6, OpenROAD warnings 58, die width 271 microns, Final Hold Vio Count 0, final wirelength 99100 microns, CTS sink cnt 487, fin crit share 92.3%, worst slack, placed 0.656 ns, Layout area overhead 10.0%, DP Wirelength 65500 microns, WP data arrival 7.98 ns, Hold Crit Class reg -> reg, most frequent cells in the layout dfrtp_1, nand2_1, o21ai_0, EDFF count, synth 0, drt first pass iters 9, Placer Congestion 0.993, Mapped Avg Cell Area 9.68 sq um
## Yosys cell counts, drive strengths merged (17+ instances only)
master,count
mux2i,51
nor3,37
and3,25
a21oi,204
a221oi,32
o211ai,23
a22oi,119
nor2,131
a21o,25
nand2b,18
inv,44
dfrtp,486
a211oi,17
nor2b,29
nand4,17
nand3,135
mux2,204
clkbuf,126
a22o,27
o22ai,18
a31oi,27
o2bb2ai,115
ha,52
and2,49
a222oi,48
buf,135
xnor2,35
o21ai,234
nand2,308
## per-stage QoR
stage / util (%) / TNS [ns] / area, sq um
after floorplan: - / -59.21 / 28900
after global placement: 41.8 / 0 / 29900
after detailed placement: 41.8 / 0 / 29900
after CTS: 44.5 / 0 / 31800
after global routing: 44.5 / 0 / 31800
final: 44.5 / 0 / 31800
## layer usage
metal,wire [microns],vias up,track usage (%)
li1,-,11000,-
met1,43100,12200,42.9
met2,44000,1160,40.5
met3,8310,224,6.27
met4,3610,0,8.70
met5,0,-,0
## state kept, by name, indices dropped and copies added, names as in the netlist
signal	cells
outPt	5
sum	112
stackPt	5
valid	1
arrPt	5
OutBuffer	112
readEn	1
result	7
dataBuffer	112
nowState	6
OpStack	112
sumPt	4
len	5
## cell families (layout without fill, tap and decap cells)
| logic type | count (synthesis) | in the layout | synth area share (%) |
|---|---|---|---|
| AOI/OAI and AO/OA | 1020 | 1020 | 25.0 |
| DFF | 487 | 487 | 42.1 |
| buffers and inverters | 306 | 257 | 4.82 |
| and+or+nand+nor | 809 | 809 | 13.4 |
| adders and majority gates | 61 | 61 | 2.84 |
| muxes | 261 | 261 | 10.2 |
| xor gates and xnor gates | 46 | 46 | 1.70 |
## final timing paths
| kind | start | endpoint | slack [ns] |
|---|---|---|---|
| worst max-delay path | sumPt[2] | sum[5][6] | 0.62 |
| worst min-delay path | nowState[4] | valid | 0.44 |
| worst max register to register | sumPt[2] | sum[5][6] | 0.62 |
| worst min register to register | nowState[4] | valid | 0.44 |
| max in group asynchronous | rst | OpStack[12][6] | 5.05 |
| min in group asynchronous | rst | OutBuffer[14][2] | 1.40 |
## final cells by class
type                       instances  area, sq um
fill                            6506        39700
multi-input combinational       2197        15400
sequential                       487        12200
clock buffer                      78         1570
tap                              950         1190
timing repair buffer             114          963
clock inverter                    20          349
inverter                          45          173
